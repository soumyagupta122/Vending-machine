==> /design/flow/design.v <==
`timescale 1ns / 1ps
module VendingMachine(
    input clk,                     
    input rst,                     
    input [2:0] product_code,      
    input online_payment,          
    input start,                   
    input cancel,                  
    input [6:0] total_coin_value,  
    output reg [3:0] state,                
    output reg dispense_product,          
    output reg [6:0] return_change,       
    output reg [6:0] product_price        
);
localparam IDLE_STATE = 4'b0000;
localparam SELECT_PRODUCT_STATE = 4'b0001;
localparam PEN_SELECTION_STATE = 4'b0010;
localparam NOTEBOOK_SELECTION_STATE = 4'b0011;
localparam COKE_SELECTION_STATE = 4'b0100;
localparam LAYS_SELECTION_STATE = 4'b0101;
localparam WATER_BOTTLE_SELECTION_STATE = 4'b0110;
localparam DISPENSE_AND_RETURN_STATE = 4'b0111;
parameter WATER_BOTTLE_PRICE = 7'd20;
parameter LAYS_PRICE = 7'd35;
parameter COKE_PRICE = 7'd30;
parameter PEN_PRICE = 7'd15;
parameter NOTEBOOK_PRICE = 7'd50;
reg [3:0] current_state;
reg [3:0] next_state;
reg [6:0] product_price_reg;
reg [6:0] return_change_reg;
always @(posedge clk or posedge rst) begin
    if (rst) begin
        current_state <= IDLE_STATE;
        product_price_reg <= 0;
        return_change_reg <= 0;
    end else begin
        current_state <= next_state;
        product_price_reg <= product_price_reg;  
        return_change_reg <= return_change_reg;  
    end
end
always @(*) begin
    case (current_state)
        IDLE_STATE: begin
            if (start)
                next_state = SELECT_PRODUCT_STATE;
            else if (cancel)
                next_state = IDLE_STATE;
            else 
                next_state = IDLE_STATE;
        end    
        SELECT_PRODUCT_STATE: begin
            case (product_code)
                3'b000: begin
                    next_state = PEN_SELECTION_STATE;  
                    product_price_reg = PEN_PRICE;
                end
                3'b001: begin
                    next_state = NOTEBOOK_SELECTION_STATE;  
                    product_price_reg = NOTEBOOK_PRICE;
                end
                3'b010: begin
                    next_state = COKE_SELECTION_STATE;  
                    product_price_reg = COKE_PRICE;
                end
                3'b011: begin
                    next_state = LAYS_SELECTION_STATE;  
                    product_price_reg = LAYS_PRICE;
                end
                3'b100: begin
                    next_state = WATER_BOTTLE_SELECTION_STATE;  
                    product_price_reg = WATER_BOTTLE_PRICE;
                end
                default: begin
                    next_state = IDLE_STATE;  
                    product_price_reg = 0;
                end
            endcase
        end
        PEN_SELECTION_STATE, NOTEBOOK_SELECTION_STATE, COKE_SELECTION_STATE, LAYS_SELECTION_STATE, WATER_BOTTLE_SELECTION_STATE: begin
            if (cancel) begin 
                next_state = IDLE_STATE;
                return_change_reg = total_coin_value;
            end
            else if (total_coin_value >= product_price_reg)
                next_state = DISPENSE_AND_RETURN_STATE;
            else if (online_payment)
                next_state = DISPENSE_AND_RETURN_STATE;
            else
                next_state = current_state;  
        end
        DISPENSE_AND_RETURN_STATE: begin
            next_state = IDLE_STATE;
            if (online_payment)
                return_change_reg = 0;  
            else if (total_coin_value >= product_price_reg)
                return_change_reg = total_coin_value - product_price_reg;
        end
    endcase
end
always @(*) begin
    state = current_state;
    case (current_state)
        DISPENSE_AND_RETURN_STATE: begin
            dispense_product = 1;
            return_change = return_change_reg;
            product_price = product_price_reg;
        end
        default: begin
            dispense_product = 0;
            return_change = 0;
            product_price = 0;  
        end
    endcase
end
endmodule
==> /design/flow/run.sh <==
#!/bin/bash
# OpenROAD 26Q1-2900-gdf79404cd8, Yosys 0.63+post, stock flow scripts
make -C /OpenROAD-flow-scripts/flow DESIGN_CONFIG=/design/flow/config.mk WORK_HOME=/design/flow/orfs finish
==> /design/flow/config.mk <==
export PLATFORM = sky130hd
export DESIGN_NAME = VendingMachine
export DESIGN_NICKNAME = VendingMachine
export VERILOG_FILES = /design/flow/design.v
export SDC_FILE = /design/flow/constraint.sdc
export NUM_CORES = 4
export LEC_CHECK = 1
export CORE_AREA = 10 10 70 70
export DIE_AREA = 0 0 80 80
==> /design/flow/constraint.sdc <==
current_design VendingMachine

set clk_period 2.7
set clk_io_pct 0.2

create_clock -name clk0 -period $clk_period [get_ports {clk}]

set non_clock_inputs [all_inputs -no_clocks]
set_input_delay [expr $clk_period * $clk_io_pct] -clock clk0 $non_clock_inputs
set_output_delay [expr $clk_period * $clk_io_pct] -clock clk0 [all_outputs]
==> Changelog: implementation <==
### Metrics

- H-tree depth: 1
- CP required: 2.16 ns
- Chip area: 6400 um2
- Setup Viol. Count Final: 0
- Synthesized flop and latch total: 6
- Core region area: 3420 um2
- P&R area growth vs syn: 33.1%
- Vias: approximately 270
- WP data arrival: 1.32 ns
- Initial DRT Pass Iterations: 4
- First-pass GRT wire length: 1.19 mm
- Pins Over Slew Limit: 0
- CTS clk-pin slew, worst paths: 0.04 ns
- Chip width: ~80 um
- Input/output buffers: 10
- Crit start category: flip-flop
- WL/cell: between 8 and 9 um
- Count of unclocked register or latch pins: 3
- Post-synth top cells: 15 x buf_4, 3 x dfrtp_1, 3 x dlxtn_1, 3 x inv_1
- Endpoints left unconstrained: 6
- Yosys chip area: roughly 370 um2
- Number of remaining DRC errors: 0
- Crit path capture type: output pin
- Max incr delay on CP: around 0.46 ns
- CTS Hold Buffers Added: 0
- Share of cells above drive strength 1: 0.0741
- Fp util: 0.110
- Std-Cell Rows: 21
- Routability cong.: 0.636
- Max Freq: ~540 MHz
- TritonCTS clock tree: done
- Setup CP Type: reg2out
- Post-cts repair resize count: 0
- Congestion Overflow GR: 0
- Cell Type Count: 19
- Vias in the first global route: roughly 290
- Ys Warns: 29
- RSZ-0062 raised after global routing: no
- Gr usage total: 0.0223
- Setup bufs post-CTS: 0
- Setup ws final: 0.840 ns
- Status: finished, final reports clean
- CP max stage cell: clkdlybuf4s50_1
- Cell with the most instances after synthesis: buf_4
- Top cells by area: buf_4 30%, dfrtp_1 20%, dlxtn_1 12%
- Die Ht: 80 um
- Clock tree buffer depth: 2
- Post-route clock period utilization: 0.689
- Min Tclk post-route: 1.86 ns
- Fin Setup TNS: 0 ns
- Setup WS pre-CTS: 1.08 ns
- Non-Filler Instances: 100
- Largest net degree at the start of global routing: 8
- Log Warnings: 33
- Top-area cell share: 0.301
- Top FF cell, synth: dlxtn_1
- CP Cell Sequence: and3_2 -> clkdlybuf4s50_1
- IO Count: 34
- Worst vdd ir: 0.0466 mV
- Worst-path fanout max: 7
- Initial antenna violation count: 0
- Root Buffer: clkbuf_4
- Max Cap Violations: 0
- Inst Count DP: 96
- Vias per cell: 2.67
- Syn_area_per_cell: 9.12 um2
- HPWL after DPL: ~730 um
- Post-synth ARST share: 0.500
- Crit path from: current_state[2]
- Leakage: 0.216 nW
- Yosys cell count: between 40 and 50
- Post-Syn Area: roughly 370 um2
- Post-synth EDFFs: 0
- Final WL: about 840 um
- Hold Fails Final Rpt: 0
- Post-Syn Instances: ~41
- Yosys top cell by area: buf_4
- TritonCTS Buffers: 3
- Post-DRT Antenna Nets: 0
- PD cells: 290 nW/um2
- Min-delay worst type: in2async
- ANT cells: 0
- DRT iter0 DRCs: 6
[layer usage]
layer	part of all wire	track usage	vias up	wire length [um]
met4	0	0.0106	0	0
met5	0	0	-	0
met2	0.45	0.0313	13	376
li1	-	-	132	-
met1	0.45	0.0308	122	383
met3	0.097	0.00568	0	82
[final cells by class]
type                    count  area, um2
clock buffers               4       26.3
fillers                   408       2920
repair buffers             10        100
inverters                   3       11.3
well taps                  46       57.6
flip-flops and latches      6        120
multi-input cells          31        183
[cell families after synthesis]
family,synth area share
other cells,0.0100
buf+inv,0.331
latches,0.120
fa+ha+maj,0.0334
simple gates,0.177
compound gates,0.100
flops,0.201
mux,0.0268
[stage by stage]
| step | hold WS [ns] | power [mW] | instance area, um2 | util |
|---|---|---|---|---|
| after CTS | 0.470 | 0.151 | 498 | 0.146 |
| after floorplan | 0.294 | 0.0688 | 427 | - |
| final | 0.473 | 0.144 | 498 | 0.146 |
| after global routing | 0.481 | 0.153 | 498 | 0.146 |
| after detailed placement | 0.724 | 0.0672 | 472 | 0.138 |
| after global placement | 0.720 | 0.0671 | 472 | 0.138 |
[registers in the layout (all words and copies together) (netlist names)]
name	cells
next_state	3
current_state	3
[placed cells by master, fill, tap and decap left out, drive strengths merged, types with 2 or more instances in the layout]
| cell type | count |
|---|---|
| clkbuf | 4 |
| inv | 3 |
| dfrtp | 3 |
| dlxtn | 3 |
| nor2 | 2 |
| nand4bb | 2 |
| conb | 15 |
| clkdlybuf4s50 | 10 |
[worst max-delay path: cells and delay by family, from the launching register on]
kind | cells | cell delay, ns
flops | 1 | 0.42
buf+inv | 1 | 0.46
simple gates | 1 | 0.21
[where the power goes]
| group | internal [mW] | total, mW | leakage [nW] | switching (mW) |
|---|---|---|---|---|
| Combinational | 0.0117 | 0.0185 | 0.138 | 0.00680 |
| Clock | 0.0554 | 0.0783 | 0.0150 | 0.0230 |
| Sequential | 0.0467 | 0.0474 | 0.0625 | 0.000637 |
[worst max-delay path by stage]
stage / to / slack [ns] / cells past startpoint
4_1_cts: dispense_product / 0.83 / 2
5_1_grt: dispense_product / 0.78 / 2
6_report: dispense_product / 0.84 / 2
Power is estimated from default activity; no workload was simulated.
